$ cat /design/flow/config.mk
export PLATFORM = sky130hd
export DESIGN_NAME = Counter
export DESIGN_NICKNAME = Counter
export VERILOG_FILES = /design/flow/design.v
export SDC_FILE = /design/flow/constraint.sdc
export NUM_CORES = 4
export LEC_CHECK = 1
export CORE_AREA = 10 10 93 93
export DIE_AREA = 0 0 103 103
$ cat /design/flow/constraint.sdc
current_design Counter

set clk_period 1.0
set clk_io_pct 0.2

create_clock -name clk0 -period $clk_period [get_ports {clock}]

set non_clock_inputs [all_inputs -no_clocks]
set_input_delay [expr $clk_period * $clk_io_pct] -clock clk0 $non_clock_inputs
set_output_delay [expr $clk_period * $clk_io_pct] -clock clk0 [all_outputs]
$ cat /design/flow/design.v
module BCD_7Seg(o1, o2, o3, o4, a, b, c, d, e, f, g);
    input o1, o2, o3, o4;
    output a, b, c, d, e, f, g;
    assign a = (o2 & ~o4) | (~o1 & ~o2 & ~o3 & o4) ;
    assign b = o2 & (o3 ^ o4);
    assign c = ~o2 & o3 & ~o4;
    assign d = ~o3 & (o2 ^ o4) | (o2 & o3 & o4);
    assign e = (o2 & ~o3) | o4;
    assign f = (o3 & o4) | (~o1 & ~o2 & o4) | (~o2 & o3);
    assign g = (~o1 & ~o2 & ~o3) | (o2 & o3 &o4);
endmodule
module clk_divider(clock, rst, clk_in);
input clock, rst;
output clk_in;
wire [18:0] din;
wire [18:0] clkdiv;
DFF0 dff_inst0(
    .data_in(din[0]),
	 .clock(clock),
	 .reset(rst),
    .data_out(clkdiv[0])
);
genvar i;
generate
for (i = 1; i < 19; i=i+1) 
	begin : dff_gen_label
		 DFF0 dff_inst (
			  .data_in (din[i]),
			  .clock(clkdiv[i-1]),
			  .reset(rst),
			  .data_out(clkdiv[i])
		 );
		 end
endgenerate
assign din = ~clkdiv;
assign clk_in = clkdiv[18];
endmodule
module Count10 (clk, inc, reset, count, count_eq_9);
    input clk, inc, reset;
    output [3:0] count;
    output count_eq_9;
    wire [3:0] RCA_out;
    wire F, rst;
    assign F = (count == 4'b1001) ? 1 : 0;
    assign count_eq_9 = F;
    assign rst = (F && inc) || reset;
    RCA Ripple (count, inc, RCA_out);
    DFF4 DFF0 (RCA_out, clk, rst, count);
endmodule
module Counter (clock, reset, inc, a, b, c, d, e, f, g);
    input clock, reset, inc;
    output a, b, c, d, e, f, g;
    wire clk_out, carry;
    wire [3:0] count;
    clk_divider div(clock, reset, clk_out);
    Count10 o1(clk_out, inc, reset, count, carry);
    BCD_7Seg bcd(count[3], count[2], count[1], count[0], a, b, c, d, e, f, g);
endmodule
module DFF4 (in, clock, reset, out);
input [3:0] in;
input clock, reset;
output [3:0] out;
DFF0
D0 (in[0], clock, reset, out[0]),
D1 (in[1], clock, reset, out[1]),
D2 (in[2], clock, reset, out[2]),
D3 (in[3], clock, reset, out[3]);
endmodule
module DFF0(data_in, clock, reset, data_out);
input data_in;
input clock,reset;
output reg data_out;
always@(posedge clock)
	begin
		if(reset)
			data_out<=1'b0;
		else
			data_out<=data_in;
	end	
endmodule
module HA(A, B, SUM, CARRY);
    input A, B;
    output SUM, CARRY;
    assign SUM = A ^ B;
    assign CARRY = A * B;
endmodule
module RCA(A, inc, S);
    input [3:0] A;
    input inc;
    output [3:0] S;
    wire [3:0] C;
    HA
    h0 (A[0], inc, S[0], C[0]),
    h1 (A[1], C[0], S[1], C[1]),
    h2 (A[2], C[1], S[2], C[2]),
    h3 (A[3], C[2], S[3], C[3]);
endmodule
$ cat /design/flow/run.sh
#!/bin/bash
# OpenROAD 26Q1-2900-gdf79404cd8, Yosys 0.63+post, stock flow scripts
make -C /OpenROAD-flow-scripts/flow DESIGN_CONFIG=/design/flow/config.mk WORK_HOME=/design/flow/orfs finish
==> CHANGELOG.md <==
### Changed

- Run status: complete, no violations
- Cells after Synth: 73
- Post-layout period usage: between 80% and 90%
- Sw Pwr: 0.0241 mW
- Met3 layer usage reported by global route: less than 1%
- Setup repair after global routing missed its margin: no
- Insertion Delay late pin: 0 ps
- Max_cap viols: 0
- Finish-stage setup viols: 0
- Vias per Instance: 2.72
- Detailed-route wire length: ~1100 um
- Fp util: ~11%
- Reported leakage power: 0.365 nW
- Resized Gates After CTS: 0
- Critical path cell sequence: clkdlybuf4s50_1, nor2_1
- Flip-flop and latch count after synthesis: 23
- Normalized max-slew margin: 77.8%
- Dominant logic cell types in the final layout: 23 x sky130_fd_sc_hd__dfxtp_1, 21 x sky130_fd_sc_hd__nor2_1, 9 x sky130_fd_sc_hd__clkdlybuf4s50_1
- Required time reported for the critical path endpoint: 890 ps
- Antenna violation net count after detailed routing: 0
- Number of pins with negative max-slew slack in the final report: 0
- Die Y: 103 um
- Total power per unit cell area: about 100 nW/um2
- Pin slew with the least headroom to its limit: between 300 and 400 ps
- Standard-cell row count: 30
- Global-route wire length before repair: 1750 um
- Shortest clock period the worst path allows after layout: 842 ps
- Register area share after synthesis: 61.3%
- 1st-pass router iterations: 4
- Int Power: approximately 0.073 mW
- CP bufs+invs: 1
- Number of buffers added on ports: 9
- Commonest non-fill, non-tap cell in the layout: sky130_fd_sc_hd__dfxtp_1
- First-iteration detailed-routing DRC count: 17
- Global routing met1 resource utilization: 2.87%
- Worst min-delay path class: reg2reg
- Instance area at placement: 928 um2
- Maximum number of pins on one net before global-route repair: 21
- Share of post-route cells with drive strength above 1: 3.75%
- Slowest Stage Delay on Critical Path: 480 ps
- Number of register pins that no clock reaches: 22
- Global-route track usage on met2: 2.63%
- Multi-input logic area: 256 um2
- Endpoints left unconstrained: 29
- Yosys cell types: 21
- Grt peak-use layer: met1
- Number of global-route vias before repair: around 390
- GPL Wtd Cong: roughly 0.8
- Summed area of non-filler cells in the final layout: 931 um2
- Area growth from synthesis to final layout: 24.0%
- Number of I/O pins: 10
- Part of the total power dissipated in combinational logic: 42.4%
- Post-route DRC violation count: 0
- Total of hold buffers inserted after clock tree synthesis: 0
- Kind of start point of the critical path: primary input
- Initial antenna violation count: 1
- Arrival time worst endpoint: 730 ps
- F_max: 1190 MHz
- Sequential group share of total power: 57.6%
- Number of warnings printed during yosys synthesis: 1
- GR Util All Layers: between 1.5 and 2%
- Post-CTS setup buffers: 0
- Setup TNS after final layout: 0 ps
- Yosys stat cell total: 73
- Total die area: 10600 um2
- Post-synthesis instance area: 751 um2
- Top delay family on crit path: buffers and inverters
- Number of warnings in the stage logs: 29
- Mean Syn Cell Area: 10.3 um2
- Estimated wirelength of the detail-placed design: 866 um
- Count of fill cells added during filler insertion: 762
- Switch share: 24.9%
- Die X-Extent: between 100 and 150 um
- Total count of hold-check failures in the final report: 0
- Type of element capturing the critical path: register
- Core Footprint: 6760 um2
- Yosys-reported design area after synthesis: 751 um2
- Routed WL per cell: 6.57 um
- Total overflow reported by the global router: 0
- Power share of the clock group: 0%
- Worst setup skew after layout: 0 ps
- Peak supply drop: 85.2 uV
- Slowest CP cell: sky130_fd_sc_hd__clkdlybuf4s50_1
- Fin util: approximately 14%
- Overall via count from detail_route: approximately 440
- Crit path kind: in2reg
- Clock transition at the registers of the reported paths: 0 ps
- Sequential Area: about 460 um2
- Worst-path fanout max: 2
-- Yosys cell counts --
library cell / count / share of area (%)
sky130_fd_sc_hd__nand2b_1: 2 / 1.7
sky130_fd_sc_hd__ha_1: 5 / 8.3
sky130_fd_sc_hd__o21bai_1: 1 / 1.0
sky130_fd_sc_hd__nand2_1: 2 / 1.0
sky130_fd_sc_hd__buf_6: 1 / 1.5
sky130_fd_sc_hd__and2_1: 3 / 2.5
sky130_fd_sc_hd__clkbuf_1: 1 / 0.50
sky130_fd_sc_hd__a41oi_1: 1 / 1.2
sky130_fd_sc_hd__o22ai_1: 1 / 0.83
sky130_fd_sc_hd__o31ai_1: 1 / 1.0
sky130_fd_sc_hd__inv_1: 2 / 1.0
sky130_fd_sc_hd__dfxtp_1: 23 / 61
sky130_fd_sc_hd__a311o_1: 1 / 1.3
sky130_fd_sc_hd__nor2_1: 21 / 11
sky130_fd_sc_hd__inv_4: 1 / 0.83
sky130_fd_sc_hd__a21oi_2: 1 / 1.2
sky130_fd_sc_hd__nand3_1: 2 / 1.3
sky130_fd_sc_hd__o21ai_0: 1 / 0.67
sky130_fd_sc_hd__a21oi_1: 1 / 0.67
sky130_fd_sc_hd__buf_2: 1 / 0.67
sky130_fd_sc_hd__a21o_1: 1 / 1.0
-- power by group through the flow --
stage / clock network, mW / registers, mW / logic [mW]
4_1_cts: 0 / 0.0560 / 0.0421
5_1_grt: 0 / 0.0570 / 0.0478
6_report: 0.00000267 / 0.0560 / 0.0411
-- final cells by class --
cell class                 count  area share (%)
sequential                    23            49.5
timing repair buffer          10            10.5
inverter                       3            1.48
multi-input combinational     44            27.6
tap                           80            10.8
antenna                        1           0.269
-- cell families (layout without fill, tap and decap cells) --
logic type,Yosys count,count (layout),share of synthesized area (%)
other,0,1,0
adders and majority gates,5,5,8.33
DFF,23,23,61.3
and+or+nand+nor,30,30,17.0
AOI/OAI and AO/OA,9,9,8.83
buffers and inverters,6,13,4.50
-- registers in the layout, summed over array words and instances, names as in the netlist --
register,count
div.dff_gen_label.dff_inst.data_out,18
div.dff_inst0.data_out,1
o1.DFF0.D0.data_out,1
o1.DFF0.D1.data_out,1
o1.DFF0.D2.data_out,1
o1.DFF0.D3.data_out,1
-- routing by layer --
metal,vias up,part of all wire (%)
li1,252,-
met1,176,54
met2,10,31
met3,0,15
met4,0,0
met5,-,0
-- path summary, 6_finish.rpt --
path / start / to / slack, ps / cells after the start
worst max-delay path: reset / div.dff_inst0.data_out / 160 / 2
worst min-delay path: div.dff_inst0.data_out / div.dff_inst0.data_out / 390 / 1
worst max register to register: div.dff_inst0.data_out / div.dff_inst0.data_out / 550 / 1
worst min register to register: div.dff_inst0.data_out / div.dff_inst0.data_out / 390 / 1
-- stage by stage --
step / worst slack, ps / hold slack [ps] / cells / total power [mW]
3_5_place_dp: 156 / 397 / 160 / 0.0983
6_report: 158 / 394 / 161 / 0.0971
5_1_grt: 134 / 435 / 160 / 0.105
4_1_cts: 150 / 397 / 160 / 0.0981
2_1_floorplan: 358 / 381 / 73 / 0.0810
3_3_place_gp: 154 / 392 / 160 / 0.0973
Power and IR drop assume default switching activity.

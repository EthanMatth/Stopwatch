`flow/config.mk`:
```
export PLATFORM = sky130hd
export DESIGN_NAME = stopwatch
export DESIGN_NICKNAME = stopwatch
export VERILOG_FILES = /design/flow/design.v
export SDC_FILE = /design/flow/constraint.sdc
export NUM_CORES = 4
export LEC_CHECK = 1
export CORE_AREA = 10 10 102 102
export DIE_AREA = 0 0 112 112
```
`flow/design.v`:
```
module BCD_7Seg(o1, o2, o3, o4, a, b, c, d, e, f, g);
    input o1, o2, o3, o4;
    output a, b, c, d, e, f, g;
    assign a = (o2 & ~o4) | (~o1 & ~o2 & ~o3 & o4) ;
    assign b = o2 & (o3 ^ o4);
    assign c = ~o2 & o3 & ~o4;
    assign d = ~o3 & (o2 ^ o4) | (o2 & o3 & o4);
    assign e = (o2 & ~o3) | o4;
    assign f = (o3 & o4) | (~o1 & ~o2 & o4) | (~o2 & o3);
    assign g = (~o1 & ~o2 & ~o3) | (o2 & o3 &o4);
endmodule
module clk_divider(clock, rst, clk_in);
input clock, rst;
output clk_in;
wire [18:0] din;
wire [18:0] clkdiv;
DFF0 dff_inst0(
    .data_in(din[0]),
	 .clock(clock),
	 .reset(rst),
    .data_out(clkdiv[0])
);
genvar i;
generate
for (i = 1; i < 19; i=i+1) 
	begin : dff_gen_label
		 DFF0 dff_inst (
			  .data_in (din[i]),
			  .clock(clkdiv[i-1]),
			  .reset(rst),
			  .data_out(clkdiv[i])
		 );
		 end
endgenerate
assign din = ~clkdiv;
assign clk_in = clkdiv[18];
endmodule
module Count10 (clk, inc, reset, count, count_eq_9);
    input clk, inc, reset;
    output [3:0] count;
    output count_eq_9;
    wire [3:0] RCA_out;
    wire F, rst;
    assign F = (count == 4'b1001) ? 1 : 0;
    assign count_eq_9 = F;
    assign rst = (F && inc) || reset;
    RCA Ripple (count, inc, RCA_out);
    DFF4 DFF0 (RCA_out, clk, rst, count);
endmodule
module Count6 (clk, inc, reset, count, count_eq_9);
    input clk, inc, reset;
    output [3:0] count;
    output count_eq_9;
    wire [3:0] RCA_out;
    wire F, rst;
    assign F = (count == 4'b0110) ? 1 : 0;
    assign count_eq_9 = F;
    assign rst = (F && inc) || reset;
    RCA Ripple (count, inc, RCA_out);
    DFF4 DFF0 (RCA_out, clk, rst, count);
endmodule
module DFF4 (in, clock, reset, out);
input [3:0] in;
input clock, reset;
output [3:0] out;
DFF0
D0 (in[0], clock, reset, out[0]),
D1 (in[1], clock, reset, out[1]),
D2 (in[2], clock, reset, out[2]),
D3 (in[3], clock, reset, out[3]);
endmodule
module DFF0(data_in, clock, reset, data_out);
input data_in;
input clock,reset;
output reg data_out;
always@(posedge clock)
	begin
		if(reset)
			data_out<=1'b0;
		else
			data_out<=data_in;
	end	
endmodule
module HA(A, B, SUM, CARRY);
    input A, B;
    output SUM, CARRY;
    assign SUM = A ^ B;
    assign CARRY = A * B;
endmodule
module RCA(A, inc, S);
    input [3:0] A;
    input inc;
    output [3:0] S;
    wire [3:0] C;
    HA
    h0 (A[0], inc, S[0], C[0]),
    h1 (A[1], C[0], S[1], C[1]),
    h2 (A[2], C[1], S[2], C[2]),
    h3 (A[3], C[2], S[3], C[3]);
endmodule
module TFF0 (
data  ,  
clk   ,  
reset ,  
q        
);
input data, clk, reset ; 
output q;
reg q;
always @ ( posedge clk or posedge reset)
if (reset) begin
  q <= 1'b0;
end else if (data) begin
  q <= !q;
end
endmodule
module stopwatch(clock, reset, start_stop, seg1, seg2, seg3, seg4);
input clock, reset, start_stop;
output [6:0] seg1, seg2, seg3, seg4;
wire clk_div, Q;
wire [3:0] O1, O2, O3, O4, Ceq, inc;
clk_divider div(clock, 1'b0, clk_div);
TFF0 TFF(1'b1, start_stop, 1'b0, Q);
assign inc[0] = Q;
Count10 C1 (clk_div, inc[0], reset, O1, Ceq[0]);
BCD_7Seg hundreth(O1[3], O1[2], O1[1], O1[0], seg1[0], seg1[1], seg1[2], seg1[3], seg1[4], seg1[5], seg1[6]);
assign inc[1] = Ceq[0] & inc[0];
Count10 C2 (clk_div, inc[1], reset, O2, Ceq[1]);
BCD_7Seg thenth(O2[3], O2[2], O2[1], O2[0], seg2[0], seg2[1], seg2[2], seg2[3], seg2[4], seg2[5], seg2[6]);
assign inc[2] = Ceq[1] & inc[1];
Count10 C3 (clk_div, inc[2], reset, O3, Ceq[2]);
BCD_7Seg ones(O3[3], O3[2], O3[1], O3[0], seg3[0], seg3[1], seg3[2], seg3[3], seg3[4], seg3[5], seg3[6]);
assign inc[3] = Ceq[2] & inc[2];
Count6 C4 (clk_div, inc[3], reset, O4, Ceq[3]);
BCD_7Seg tens(O4[3], O4[2], O4[1], O4[0], seg4[0], seg4[1], seg4[2], seg4[3], seg4[4], seg4[5], seg4[6]);
endmodule
```
`flow/constraint.sdc`:
```
current_design stopwatch

set clk_period 1.0
set clk_io_pct 0.2

create_clock -name clk0 -period $clk_period [get_ports {clock}]
create_clock -name clk1 -period $clk_period [get_ports {start_stop}]

set non_clock_inputs [all_inputs -no_clocks]
set_input_delay [expr $clk_period * $clk_io_pct] -clock clk0 $non_clock_inputs
set_output_delay [expr $clk_period * $clk_io_pct] -clock clk0 [all_outputs]
```
`flow/run.sh`:
```
#!/bin/bash
# OpenROAD 26Q1-2900-gdf79404cd8, Yosys 0.63+post, stock flow scripts
make -C /OpenROAD-flow-scripts/flow DESIGN_CONFIG=/design/flow/config.mk WORK_HOME=/design/flow/orfs finish
```
==> notes.md <==
fresh numbers from the pnr run: layout cell share with drive strength beyond 1 3.57%, Adders+Majority by Area 12.8%, max-cap viol count 0, first-pass GRT wire length 4330 um, Worst VDD drop between 150 and 200 uV, wire length on met1 1300 um, vias in the first global route 970, Cell area leaders dfxtp_1, ha_1, buf_4, Yosys Chip Area 0.00186 mm2, Mapped Area 0.00186 mm2, xor/xnor share 1.88%, Seq pwr share between 80% and 90%, cts hold-fix bufs 0, worst-margin pin slew around 0.5 ns, OpenROAD warning count 34, routed len/inst about 8.5 um, Mapped Cells 199, Unique cell types 31, final hold viol count 0, Post-synth seq share a little under 40%, post-route DRC violation count 0, Pwr Density 46.9 mW/mm2, Synth flops 36, Top-area cell share 38.8%, Yosys top cell by area dfxtp_1, Area Growth Syn to Fin 10.4%, post-DP HPWL 2160 um, area of the die between 0.01 and 0.015 mm2, Init Core Util 22.6%, endpoints left unconstrained 62, count of unclocked register or latch pins 34, final setup TNS 0 ns, DR pass1 iterations 3, via density per instance 3.65, largest net degree at the start of global routing 18, Total GRT Usage 3.70%, Switch Pwr 9.34 uW, # IOs 31, CP top delay family flip-flops, GRT overflow 0, clk_skew 0 ns, Via Count approximately 1,100, top routing layer used met3, Yosys Instances 199, P_int 87.0 uW, HP Class reg -> reg, routed wl met3 around 140 um, final setup vio count 0, Top logic family simple AND/OR/NAND/NOR gates, Resized cells post-CTS 0, gpl congestion 0.789, CP endpoint kind flip-flop, crit path max fanout 3, Inst Count DP 301, Initial DRC Count 10, Leak Pwr 0.000873 uW, Final Max Tran Viols 0, PortBufs 29, ant diodes 0, Die Width roughly 110 um, unrepaired setup endpoints after global routing no, met2 wire length 1130 um, max_slew headroom 67.1%, sum of buffers and inverters on the critical path 1, Async SR Flop Fraction 0%, slowest CP cell dfxtp_1, syn avg cell area 9.34 um2, row count 33, simple-gate share of the synthesized area around 20%, antenna violations before repair 0, CP cell instances inv_1, Commonest Layout Cell dfxtp_1, post-CTS setup buffers 0, CP Data Required Time 0.88 ns, Clk pwr share 0%, CP Launch Type flip-flop, switching share of total power roughly a tenth, peak per-stage delay on the critical path around 0.37 ns, Clk pin slew, worst setup/hold paths 0 ns, synth warn 2, Core Area 0.00822 mm2, combinational share of power 15.4%, non-filler cells, final 301, CP Class reg -> reg, Die Y 112 um, Dominant flop cell dfxtp_1, outcome finished, final reports clean, routed wire length around 2600 um, WP data arrival 0.42 ns, EDFF count, synth 0, antenna-violating nets left 0, ao+oa area frac 7.81%, Synth mux share 0.606%, most instantiated logic cells after routing dfxtp_1, inv_1, clkdlybuf4s50_1, ha_1, nand2b_1
## final timing paths
| check | slack [ns] | cells past startpoint | end | from |
|---|---|---|---|---|
| hold / removal | 0.36 | 1 | div.dff_inst0.data_out | div.dff_inst0.data_out |
| hold reg to reg | 0.36 | 1 | div.dff_inst0.data_out | div.dff_inst0.data_out |
| max in group clk0 | 0.55 | 1 | div.dff_inst0.data_out | div.dff_inst0.data_out |
| setup reg to reg | 0.46 | 1 | TFF.q | TFF.q |
| setup / recovery | 0.46 | 1 | TFF.q | TFF.q |
| min in group clk1 | 0.41 | 1 | TFF.q | TFF.q |
## synth_stat cells, drive strengths merged, types with 3 or more instances
cell type  instances
dfxtp             36
inv               30
buf               29
ha                19
nand2b            10
nor2               8
nor3b              8
nand3              7
o21ai              7
nor3               5
o31ai              5
a21oi              4
and2               4
nand3b             4
clkbuf             3
nand2              3
o21bai             3
xnor2              3
## logic make-up (layout without fill, tap and decap cells)
| family | after synthesis | after routing |
|---|---|---|
| buffers and inverters | 62 | 59 |
| muxes | 1 | 1 |
| DFF | 36 | 36 |
| AOI/OAI and AO/OA | 23 | 23 |
| adders and majority gates | 19 | 19 |
| xor gates and xnor gates | 4 | 4 |
| and+or+nand+nor | 54 | 54 |
## per-stage QoR
step           power [uW]  worst slack [ns]  utilization, %  hold WS (ns)  cell area (um2)
6_report             96.3             0.462            25.0         0.359             2050
2_1_floorplan        89.5             0.479               -         0.350             1860
4_1_cts              96.6             0.452            25.0         0.363             2050
5_1_grt              97.5             0.448            25.0         0.393             2050
3_3_place_gp         97.0             0.470            25.0         0.361             2050
3_5_place_dp         96.4             0.453            25.0         0.362             2050
## state kept, by name, summed over array words and instances (netlist names)
register and flops:
C4.DFF0.D1.data_out 1, TFF.q 1, C1.DFF0.D3.data_out 1, C3.DFF0.D2.data_out 1, C3.DFF0.D3.data_out 1, C4.DFF0.D3.data_out 1, C2.DFF0.D3.data_out 1, C1.DFF0.D0.data_out 1
C4.DFF0.D0.data_out 1, div.dff_gen_label.dff_inst.data_out 18, C2.DFF0.D1.data_out 1, C3.DFF0.D0.data_out 1, C1.DFF0.D2.data_out 1, C3.DFF0.D1.data_out 1, C4.DFF0.D2.data_out 1, C2.DFF0.D0.data_out 1
C2.DFF0.D2.data_out 1, C1.DFF0.D1.data_out 1, div.dff_inst0.data_out 1
## final cells by class
class	instances	area, um2
repair buffers	29	290
flip-flops and latches	36	721
inverters	30	113
fillers	859	6160
well taps	105	131
multi-input cells	101	798
## per-layer routing
layer  global-route usage, %  up-vias
met5                       0        -
met4                       0        0
met3                   0.543        0
met2                    6.45       18
met1                    5.04      476
li1                        -      605
## power by group through the flow
stage                 clock, uW  sequential (uW)  combinational [uW]
after CTS                     0             81.4                15.1
after global routing          0             81.4                16.1
final                         0             81.4                14.9
Power and IR drop assume default switching activity.
